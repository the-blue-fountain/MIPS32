==> flow/design.v <==
`timescale 1ns / 1ps
module RB(out1,out2,rs,rt,rd,in1,clk,read,enable,write,reset_all,out);
    input [3:0] rs;
    input [3:0] rt;
    input [3:0] rd;
    input clk;
    input [31:0] in1;
    input read,enable,write,reset_all;
    output reg [31:0] out1;
    output reg [31:0] out2;
    output [15:0] out;
    reg [31:0] R[15:0];
    assign out = R[1][15:0];
    always @(negedge clk) begin
      if(read && enable) 
      begin
            out1<=R[rs];
            out2<=R[rt];
       end        
    end
    always @(posedge clk) begin
    if(reset_all) begin
        R[0] <= 32'b0;
        R[1] <= 32'b0;
        R[2] <= 32'b0;
        R[3] <= 32'b0;
        R[4] <= 32'b0;
        R[5] <= 32'b0;
        R[6] <= 32'b0;
        R[7] <= 32'b0;
      end
    else if(write && enable) begin
            R[rd]<=in1;
        end
    end 
endmodule
==> flow/run.sh <==
#!/bin/bash
# OpenROAD 26Q1-2900-gdf79404cd8, Yosys 0.63+post, stock flow scripts
make -C /OpenROAD-flow-scripts/flow DESIGN_CONFIG=/design/flow/config.mk WORK_HOME=/design/flow/orfs finish
==> flow/config.mk <==
export PLATFORM = sky130hd
export DESIGN_NAME = RB
export DESIGN_NICKNAME = RB
export VERILOG_FILES = /design/flow/design.v
export SDC_FILE = /design/flow/constraint.sdc
export NUM_CORES = 4
export LEC_CHECK = 1
export CORE_UTILIZATION = 50
==> flow/constraint.sdc <==
current_design RB

set clk_period 8.2
set clk_io_pct 0.2

create_clock -name clk0 -period $clk_period [get_ports {clk}]

set non_clock_inputs [all_inputs -no_clocks]
set_input_delay [expr $clk_period * $clk_io_pct] -clock clk0 $non_clock_inputs
set_output_delay [expr $clk_period * $clk_io_pct] -clock clk0 [all_outputs]
==> summary.txt <==
Port Buffers - 128
Synth area leader - edfxtp_1
placed cell areas - 0.0291 mm^2
Root Driver - clkbuf_16
gpl congestion - 0.825
Ys Warns - 1
Max FO, Critical Path - 1
Final Hold Fails - 0
Clock Skews - 42.0 ps
top comb family, area - multiplexers
drt drc - 0
most frequent cells in the layout - 576 x edfxtp_1, 256 x mux4_2, 256 x and2_1
AO/OA Area Share - 3.60%
total wire length - 72500 um
max cap viols - 0
Total Power - 6.85 mW
worst vdd ir - 0.000186 V
synthesized chip area reported by yosys - 0.0267 mm^2
post-CTS setup buffer count - 0
FP Core Util - 50.7%
global route total overflow - 0
Cells after Synth - 1451
Final Worst Setup Slack - 848 ps
clk sinks - 576
DR vias/cell - 6.27
Die Width - 233 um
diode count - 0
DR iter-0 viols - 885
worst endpoint required time - 6560 ps
gr usage total - 31.1%
clk latency late pin - 660 ps
mux share - 21.6%
CTS tree - done
Yosys reg bits - 576
crit-path max cell delay - 510 ps
Setup CP Type - register to primary output
dpl ws - 528 ps
post-route ant nets - 0
via count - 14900
cells in synth_stat.txt - 1451
area delta synth->final - 17.5%
top cells, area - edfxtp_1 65%, mux4_2 22%, and2_1 6.1%
average wire per standard cell - 30.5 um
Setup-failing EPs final - 0
H-tree Lvls - 2
placed wire-length estimate - 37500 um
unrepaired setup endpoints after global routing - false
First-pass DRT Iterations - 4
fin area - 0.0314 mm^2
global-route wire length before repair - 105000 um
leakage - 10.6 nW
vias in the first global route - 16400
post-synth cell types - 20
Crit path max-delay family - buffers and inverters
critical path endpoint category - primary output
Arr. time, crit path - 5710 ps
Reg clk slew, reported paths - 60 ps
I/O Pins - 129
Sum Neg Setup Slack - 0 ps
Num CTS Buffers - 61
post-CTS sizing - 0
die height - 233 um
xor+xnor area frac - 0%
CP Launch Type - register
slowest stage cell, crit path - clkdlybuf4s50_1
Final Slew Violations - 0
adder share - 0%
status - finished, final reports clean
Clock Path Buffers - 3
Final Util - 59.6%
die area - 0.0544 mm^2
Avg Synthesized Cell Area - 18.4 um^2
Core Area - 0.0527 mm^2
HP Class - primary input to register
tool warnings - 89
Buf+Inv Stages, Crit Path - 1
worst slew margin relative to its limit - 45.7%
Least-Margin Pin Slew - 814 ps
layout cells sized above 1 - 26.5%
cts hold-fix bufs - 0
row cnt - 84
largest net degree at the start of global routing - 40
Largest type area fraction - 64.7%
cell area after synthesis - 0.0267 mm^2
part of the Yosys area used for sequential elements - 64.7%
simple share - 7.85%
Top cell excl fill/tap - edfxtp_1
initial antenna violation count - 1
power per cell area - 218 mW/mm^2
CP Cell Sequence - clkdlybuf4s50_1
==> cells in the mapped netlist <==
master / number
nor3_2: 4
nor2b_1: 4
buf_1: 9
buf_2: 31
inv_2: 1
buf_4: 18
nand2_1: 66
nor4_2: 2
a22oi_1: 128
mux4_2: 256
edfxtp_1: 576
inv_1: 2
and2_1: 259
nor2_1: 8
nand2b_1: 2
nand4bb_1: 1
nor3_1: 4
or2_2: 8
or4_1: 2
clkbuf_1: 70
==> state kept, by name, indices dropped and copies added (netlist names) <==
signal and cells:
out2 32, R 512, out1 32
==> layer usage <==
metal  routed length (um)  share of wire [%]  GRT usage (%)  vias to the layer above
li1                     -                  -              -                     6315
met1                24000                 33           43.0                     7373
met2                33100                 46           42.1                     1103
met3                14000                 19           25.6                      108
met4                 1450                2.0           4.86                        0
met5                    0                  0          0.643                        -
==> path summary, 6_finish.rpt <==
| path | from | endpoint | slack [ps] | cells after the start |
|---|---|---|---|---|
| worst max-delay path | out2[19] | out2[19] | 850 | 1 |
| worst min-delay path | in1[23] | R[15][23] | 1910 | 1 |
| worst max register to register | R[11][5] | out2[5] | 2550 | 3 |
| worst min register to register | R[15][1] | out1[1] | 4850 | 3 |
==> report_power, final <==
part / switching, mW / internal [mW]
combinational: 0.293 / 0.273
sequential: 0.0449 / 3.35
clock: 1.21 / 1.68
==> area by class of cell <==
type | count | area (um^2)
fill | 3802 | 21300
tap | 688 | 861
multi-input combinational | 744 | 8980
clock buffer | 74 | 1720
sequential | 576 | 17300
timing repair buffer | 188 | 1970
inverter | 2 | 7.51
clock inverter | 104 | 551
==> worst reg2reg max path, delay by kind of cell, from the launching register on <==
kind,cells,cell delay (ps)
mux,1,490
flops,1,390
compound gates,1,330
simple gates,1,90
==> metrics by stage <==
step | hold WS, ps | std cells
2_1_floorplan | 1740 | 1451
5_1_grt | 1960 | 2376
6_report | 1910 | 2376
4_1_cts | 1870 | 2376
3_3_place_gp | 2440 | 2199
3_5_place_dp | 2440 | 2199
==> kinds of logic after synthesis <==
kind of cell           after synthesis
AOI/OAI and AO/OA                  128
buffers and inverters              131
DFF                                576
muxes                              256
and+or+nand+nor                    360
Power is estimated from default activity; no workload was simulated.
