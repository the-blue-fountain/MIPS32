==> flow/design.v <==
`timescale 1ns / 1ps
module ALU_function(func,instr,AB_comp);
    output reg [4:0] func;
    input [31:0] instr;
    input [2:0] AB_comp;
    always @* begin 
        if(instr[31:27]==5'b00000) begin 
            if(instr[4:0]==5'b10000) begin 
                if(AB_comp[0]==1'b1)func=5'b10001;
                else func=5'b10010;
            end 
            else func=instr[4:0];
        end
        else begin 
            if(instr[31:27]<=5'b01010)func=instr[31:27]-1;
            else if(instr[31:27]<=5'b01100)func=instr[31:27]+1;
            else if(instr[31:27]==5'b01101)func=5'b10011;
            else if(instr[31:27]<=5'b10011)func=5'b00000;
            else if(instr[31:27]==5'b10100)func=5'b10001;
            else func=5'b01110;
        end
    end
endmodule
`timescale 1ns / 1ps
module control_path(LoadIR,LoadPC,ResetPC,EN1,EN,R,W,Src1,Src2,func,SelComp,SelSignal,SelPC,EN2,WEA2,LoadLMD,WriteData,WritePort,isBranch,instr,AB_comp,reset_all,HALT_button,clk);
    output reg LoadPC,ResetPC,EN1,LoadIR,EN,R,W;
    output reg Src1,Src2;
    output [4:0] func;
    output reg SelComp;
    output reg [1:0] SelSignal;
    output reg SelPC;
    output reg EN2,WEA2,LoadLMD,WriteData,WritePort,isBranch;
    input [2:0] AB_comp; 
    input [31:0]instr;
    input reset_all; 
    input HALT_button;
    input clk;
    wire run;
    wire [3:0] time_step;
    wire [3:0] index;
    wire final_reset; 
    reg reset_SD; 
    step_decoder SD(time_step,final_reset,run,clk);
    instruction_decoder ID(index,instr);
    ALU_function F(func,instr,AB_comp);
    assign run=(((time_step==4'd3)&&(index==4'd10)&&(HALT_button==1'b0))?1'b0:1'b1);
    assign final_reset=(reset_all||reset_SD);
    always @* begin
        if(time_step<=4'd2)begin 
            LoadPC=1'b0;ResetPC=reset_all;EN1=1'b1;LoadIR=1'b1;
            EN=1'b0;R=1'b0;W=1'b0;
            Src1=1'b0;Src2=1'b0;
            SelComp=1'b0;EN2=1'b0;WEA2=1'b0;LoadLMD=1'b0;
            WritePort=1'b0;WriteData=1'b0;isBranch=1'b0;
            SelSignal=2'b00;SelPC=1'b0;
            reset_SD=1'b0;
        end
        else begin
            if(index==4'd1) begin 
                if(time_step==4'd3) begin 
                    LoadPC=1'b1;
                    ResetPC=reset_all;EN1=1'b0;LoadIR=1'b0;
                    EN=1'b1;R=1'b0;W=1'b1;
                    Src1=1'b1;Src2=1'b1;SelComp=1'b0;
                    EN2=1'b0; WEA2=1'b0; LoadLMD=1'b0;
                    WritePort=1'b0;WriteData=1'b0;isBranch=1'b1;
                    SelSignal=2'b00;SelPC=1'b1;
                    reset_SD=1'b1; 
                end
                else begin
                    LoadPC=1'b0;ResetPC=reset_all;EN1=1'b0;LoadIR=1'b0;EN=1'b0;R=1'b0;W=1'b0;Src1=1'b0;Src2=1'b0;SelComp=1'b0;EN2=1'b0;WEA2=1'b0;LoadLMD=1'b0;WritePort=1'b0;WriteData=1'b0;isBranch=1'b0;SelSignal=2'b00;SelPC=1'b0;reset_SD=1'b1; 
                end
            end
            else if(index==4'd2) begin
                if(time_step==4'd3) begin 
                    LoadPC=1'b1;ResetPC=reset_all; EN1=1'b0;
                    LoadIR=1'b0;EN=1'b1;
                    R=1'b1;W=1'b1;Src1=1'b1;Src2=1'b1;
                    SelComp=1'b0;EN2=1'b0;WEA2=1'b0;LoadLMD=1'b0;
                    WritePort=1'b0;WriteData=1'b0;isBranch=1'b1;
                    SelSignal=2'b01;SelPC=1'b0;reset_SD=1'b1; 
                end
                else begin
                    LoadPC=1'b0;ResetPC=reset_all;EN1=1'b0;LoadIR=1'b0;EN=1'b0;R=1'b0;W=1'b0;Src1=1'b0;Src2=1'b0;SelComp=1'b0;EN2=1'b0;WEA2=1'b0;LoadLMD=1'b0;WritePort=1'b0;WriteData=1'b0;isBranch=1'b0;SelSignal=2'b00;SelPC=1'b0;reset_SD=1'b1; 
                end
            end
            else if(index==4'd3) begin
                if(time_step==4'd3) begin 
                    LoadPC=1'b1;ResetPC=reset_all; EN1=1'b0;
                    LoadIR=1'b0;EN=1'b1;R=1'b1;W=1'b1;
                    Src1=1'b1;Src2=1'b1;SelComp=1'b0;
                    EN2=1'b0;WEA2=1'b0;LoadLMD=1'b0;
                    WritePort=1'b0; WriteData=1'b0;isBranch=1'b1;
                    SelSignal=2'b11;SelPC=1'b0;reset_SD=1'b1; 
                end
                else begin
                    LoadPC=1'b0;ResetPC=reset_all;EN1=1'b0;LoadIR=1'b0;EN=1'b0;R=1'b0;W=1'b0;Src1=1'b0;Src2=1'b0;SelComp=1'b0;EN2=1'b0;WEA2=1'b0;LoadLMD=1'b0;WritePort=1'b0;WriteData=1'b0;isBranch=1'b0;SelSignal=2'b00;SelPC=1'b0;reset_SD=1'b1; 
                end
            end
            else if(index==4'd4) begin
                if(time_step==4'd3) begin 
                    LoadPC=1'b1;ResetPC=reset_all;EN1=1'b0;
                    LoadIR=1'b0;
                    EN=1'b1;R=1'b1;W=1'b1;
                    Src1=1'b1;Src2=1'b1;
                    SelComp=1'b0;EN2=1'b0;WEA2=1'b0;LoadLMD=1'b0;
                    WritePort=1'b0;WriteData=1'b0;isBranch=1'b1;SelSignal=2'b10;
                    SelPC=1'b0;reset_SD=1'b1; 
                end
                else begin
                    LoadPC=1'b0;ResetPC=reset_all;EN1=1'b0;LoadIR=1'b0;EN=1'b0;R=1'b0;W=1'b0;Src1=1'b0;Src2=1'b0;SelComp=1'b0;EN2=1'b0;WEA2=1'b0;LoadLMD=1'b0;WritePort=1'b0;WriteData=1'b0;isBranch=1'b0;SelSignal=2'b00;SelPC=1'b0;reset_SD=1'b1; 
                end
            end
            else if(index==4'd5) begin
                if(time_step<=4'd5) begin 
                    LoadPC=1'b0;ResetPC=reset_all;
                    EN1=1'b0;LoadIR=1'b0;EN=1'b1;R=1'b1;W=1'b0;
                    Src1=1'b0;Src2=1'b1;
                    SelComp=1'b0;EN2=1'b1;WEA2=1'b0;LoadLMD=1'b1;
                    WritePort=1'b0;WriteData=1'b0;isBranch=1'b1;
                    SelSignal=2'b10;SelPC=1'b0;reset_SD=1'b0; 
                end
                else if(time_step==4'd6) begin 
                    LoadPC=1'b1;ResetPC=reset_all;EN1=1'b0;
                    LoadIR=1'b0;EN=1'b1;R=1'b0;W=1'b1;
                    Src1=1'b0;Src2=1'b1;SelComp=1'b0;
                    EN2=1'b0;WEA2=1'b0;LoadLMD=1'b0;
                    WritePort=1'b1;WriteData=1'b1;isBranch=1'b0;
                    SelSignal=2'b00;SelPC=1'b0;reset_SD=1'b1; 
                end
                else begin
                    LoadPC=1'b0;ResetPC=reset_all;EN1=1'b0;LoadIR=1'b0;EN=1'b0;R=1'b0;W=1'b0;Src1=1'b0;Src2=1'b0;SelComp=1'b0;EN2=1'b0;WEA2=1'b0;LoadLMD=1'b0;WritePort=1'b0;WriteData=1'b0;isBranch=1'b0;SelSignal=2'b00;SelPC=1'b0;reset_SD=1'b1; 
                end
            end
            if(index==4'd6) begin 
                if(time_step==4'd3) begin 
                    LoadPC=1'b1;ResetPC=reset_all;EN1=1'b0;
                    LoadIR=1'b0;EN=1'b1;R=1'b1;W=1'b0;
                    Src1=1'b0;Src2=1'b1;SelComp=1'b0;
                    EN2=1'b1;WEA2=1'b1;LoadLMD=1'b0;
                    WritePort=1'b0;WriteData=1'b0;isBranch=1'b0;
                    SelSignal=2'b00;
                    SelPC=1'b0;reset_SD=1'b0; 
                end
                else if(time_step==4'd4) begin 
                    LoadPC=1'b0;
                    ResetPC=reset_all;EN1=1'b0;LoadIR=1'b0;
                    EN=1'b1;R=1'b1;W=1'b0;
                    Src1=1'b0;Src2=1'b1;SelComp=1'b0;EN2=1'b1;
                    WEA2=1'b1;LoadLMD=1'b0;
                    WritePort=1'b0;WriteData=1'b0;isBranch=1'b0;
                    SelSignal=2'b00;SelPC=1'b0;reset_SD=1'b1; 
                end
                else begin
                    LoadPC=1'b0;ResetPC=reset_all;EN1=1'b0;LoadIR=1'b0;EN=1'b0;R=1'b0;W=1'b0;Src1=1'b0;Src2=1'b0;SelComp=1'b0;EN2=1'b0;WEA2=1'b0;LoadLMD=1'b0;WritePort=1'b0;WriteData=1'b0;isBranch=1'b0;SelSignal=2'b00;SelPC=1'b0;reset_SD=1'b1; 
                end
            end
            if(index==4'd7) begin 
                if(time_step==4'd3) begin 
                    LoadPC=1'b1;ResetPC=reset_all;EN1=1'b0;
                    LoadIR=1'b0;
                    EN=1'b1;R=1'b1;W=1'b1;
                    Src1=1'b0;Src2=1'b0;SelComp=1'b1;
                    EN2=1'b0;WEA2=1'b0;LoadLMD=1'b0;WritePort=1'b0;
                    WriteData=1'b0;isBranch=1'b0;SelSignal=2'b00;
                    SelPC=1'b0;reset_SD=1'b1; 
                end
                else begin
                    LoadPC=1'b0;ResetPC=reset_all;EN1=1'b0;LoadIR=1'b0;EN=1'b0;R=1'b0;W=1'b0;Src1=1'b0;Src2=1'b0;SelComp=1'b0;EN2=1'b0;WEA2=1'b0;LoadLMD=1'b0;WritePort=1'b0;WriteData=1'b0;isBranch=1'b0;SelSignal=2'b00;SelPC=1'b0;reset_SD=1'b1; 
                end
            end
            if(index==4'd8) begin 
                if(time_step==4'd3) begin 
                    LoadPC=1'b1;ResetPC=reset_all;EN1=1'b0;
                    LoadIR=1'b0;
                    EN=1'b1;R=1'b1;W=1'b1;
                    Src1=1'b0;Src2=1'b0;
                    SelComp=1'b1;EN2=1'b0;WEA2=1'b0;LoadLMD=1'b0;
                    WritePort=1'b0;WriteData=1'b0;isBranch=1'b0;
                    SelSignal=2'b00;SelPC=1'b0;
                    reset_SD=1'b1; 
                end 
                else begin
                    LoadPC=1'b0;ResetPC=reset_all;EN1=1'b0;LoadIR=1'b0;EN=1'b0;R=1'b0;W=1'b0;Src1=1'b0;Src2=1'b0;SelComp=1'b0;EN2=1'b0;WEA2=1'b0;LoadLMD=1'b0;WritePort=1'b0;WriteData=1'b0;isBranch=1'b0;SelSignal=2'b00;SelPC=1'b0;reset_SD=1'b1; 
                end
            end
            if(index==4'd9) begin 
                if(time_step==4'd3) begin 
                    LoadPC=1'b1;ResetPC=reset_all;EN1=1'b0;
                    LoadIR=1'b0;
                    EN=1'b1;R=1'b1;W=1'b1;
                    Src1=1'b0;Src2=1'b1;SelComp=1'b1;
                    EN2=1'b0;WEA2=1'b0;LoadLMD=1'b0;
                    WritePort=1'b1;WriteData=1'b0;isBranch=1'b0;SelSignal=2'b00;
                    SelPC=1'b0;reset_SD=1'b1; 
                end
                else begin
                    LoadPC=1'b0;ResetPC=reset_all;EN1=1'b0;LoadIR=1'b0;EN=1'b0;R=1'b0;W=1'b0;Src1=1'b0;Src2=1'b0;SelComp=1'b0;EN2=1'b0;WEA2=1'b0;LoadLMD=1'b0;WritePort=1'b0;WriteData=1'b0;isBranch=1'b0;SelSignal=2'b00;SelPC=1'b0;reset_SD=1'b1; 
                end
            end
            if(index==4'd10) begin 
                if(HALT_button) begin reset_SD=1'b1;LoadPC=1'b1;ResetPC=reset_all;EN1=1'b0;LoadIR=1'b0;EN=1'b0;R=1'b0;W=1'b0;Src1=1'b0;Src2=1'b0;SelComp=1'b0;EN2=1'b0;WEA2=1'b0;LoadLMD=1'b0;WritePort=1'b0;WriteData=1'b0;isBranch=1'b0;SelSignal=2'b00;SelPC=1'b0; end
                else begin reset_SD=1'b0;LoadPC=1'b0;ResetPC=reset_all;EN1=1'b0;LoadIR=1'b0;EN=1'b0;R=1'b0;W=1'b0;Src1=1'b0;Src2=1'b0;SelComp=1'b0;EN2=1'b0;WEA2=1'b0;LoadLMD=1'b0;WritePort=1'b0;WriteData=1'b0;isBranch=1'b0;SelSignal=2'b00;SelPC=1'b0; end
            end
            if(index==4'd11) begin 
                if(time_step==4'd3) begin 
                    LoadPC=1'b0;ResetPC=reset_all;EN1=1'b0;
                    LoadIR=1'b0;  EN=1'b0;R=1'b0;W=1'b0;
                    Src1=1'b0;Src2=1'b0;
                    SelComp=1'b0;
                    EN2=1'b0;WEA2=1'b0;LoadLMD=1'b0;
                    WritePort=1'b0; WriteData=1'b0;isBranch=1'b0;
                    SelSignal=2'b00;SelPC=1'b0;
                    reset_SD=1'b1; 
                end
                else begin
                    LoadPC=1'b0;ResetPC=reset_all;EN1=1'b0;LoadIR=1'b0;EN=1'b0;R=1'b0;W=1'b0;Src1=1'b0;Src2=1'b0;SelComp=1'b0;EN2=1'b0;WEA2=1'b0;LoadLMD=1'b0;WritePort=1'b0;WriteData=1'b0;isBranch=1'b0;SelSignal=2'b00;SelPC=1'b0;reset_SD=1'b1; 
                end
            end
            if(index==4'd12) begin 
                if(time_step==4'd3) begin 
                    LoadPC=1'b1;
                    ResetPC=reset_all;
                    EN1=1'b0;
                    LoadIR=1'b0;
                    EN=1'b1;R=1'b1;W=1'b0;Src1=1'b0;Src2=1'b0;
                    SelComp=1'b0;EN2=1'b0;WEA2=1'b0;LoadLMD=1'b0;
                    WritePort=1'b0;WriteData=1'b0;isBranch=1'b0;
                    SelSignal=2'b00;SelPC=1'b1;reset_SD=1'b1; 
                end
                else begin
                    LoadPC=1'b0;ResetPC=reset_all;EN1=1'b0;LoadIR=1'b0;EN=1'b0;R=1'b0;W=1'b0;Src1=1'b0;Src2=1'b0;SelComp=1'b0;EN2=1'b0;WEA2=1'b0;LoadLMD=1'b0;WritePort=1'b0;WriteData=1'b0;isBranch=1'b0;SelSignal=2'b00;SelPC=1'b0;reset_SD=1'b1; 
                end
            end
        end
    end
endmodule
`timescale 1ns / 1ps
module instruction_decoder(index,instr);
    output reg [3:0] index;
    input [31:0] instr;
    always @* begin 
        if(instr[31:27]==5'b00000) begin 
            if(instr[4:0]==5'b10000)index=4'd7;
            else index=4'd8;
        end
        else begin 
            if((instr[31:27]<=5'b01101)|| (instr[31:27]==5'b10101))index=4'd9;
            else if(instr[31:27]==5'b10110)index=4'd10;
            else if(instr[31:27]==5'b10111)index=4'd11;
            else if(instr[31:27]==5'b10100)index=4'd12;
            else if(instr[31:27]>=5'b10000)index=instr[31:27]-15;
            else if(instr[31:27]==5'b01110)index=4'd5;
            else index=4'd6;
        end
    end
endmodule
`timescale 1ns / 1ps
module step_decoder(out,reset,run,clk);
input reset,clk,run;
output reg [3:0]out;
always @(posedge clk) begin
   if(reset)out<=4'd0;
   else if(run) out<=out+1;
   else out<=out;
end
endmodule
==> flow/run.sh <==
#!/bin/bash
# OpenROAD 26Q1-2900-gdf79404cd8, Yosys 0.63+post, stock flow scripts
make -C /OpenROAD-flow-scripts/flow DESIGN_CONFIG=/design/flow/config.mk WORK_HOME=/design/flow/orfs finish
==> flow/config.mk <==
export PLATFORM = sky130hd
export DESIGN_NAME = control_path
export DESIGN_NICKNAME = control_path
export VERILOG_FILES = /design/flow/design.v
export SDC_FILE = /design/flow/constraint.sdc
export NUM_CORES = 4
export LEC_CHECK = 1
export CORE_UTILIZATION = 30
==> flow/constraint.sdc <==
current_design control_path

set clk_period 3.8
set clk_io_pct 0.2

create_clock -name clk0 -period $clk_period [get_ports {clk}]

set non_clock_inputs [all_inputs -no_clocks]
set_input_delay [expr $clk_period * $clk_io_pct] -clock clk0 $non_clock_inputs
set_output_delay [expr $clk_period * $clk_io_pct] -clock clk0 [all_outputs]
==> impl_metrics.yaml <==
# synthesis and place-and-route metrics
final_timing:
  fin_crit_sh: 0.971
  rsz0062_at_grt: "yes"
  untimed_endpoints: 38
  period_needed_ns: 3.69
  unclocked_regs: 19
  hold_viol_final: 0
  relSlewSlack: 0.501
  tightest_slew_ns: 0.745
  clock_skew_ns: 0.00297
  drv_slew: 0
  max_freq_mhz: 271
  setup-violations-final: 0
critical_path:
  cp.arrival_ns: 2.93
  crit_start: "instr[0]"
  path_max_fanout: 2
  worst-setup-path-type: "input pin to primary output"
  crit_path_start_kind: "input pin"
  cp-end-kind: "primary output"
  required_ns: 3.04
  r2r-start: "SD.out[1]"
clocking:
  cts_made_buffers: 3
  clk_root_buffer_cell: "clkbuf_8"
  post-cts-setup-buffers: 0
  cts_buffer_depth: 2
  cts_htree_levels: 1
  worstSkewPairLatency_ns: 0.22
  clk_pin_slew_worst_paths_ns: 0.03
  cts_tree: "yes"
route:
  first_pass_iters: 4
  via_count: 1986
  ant_nets: 0
  wl_um: 4820
  drt_iter0_markers: 125
  drc: 0
  n_antenna_cell: 0
  avgRoutedWirePerCell_um: 13.2
  routed_via_density: 5.44
yosys:
  edf_count: 0
  synth.avg_cell_area_um2: 7.21
  yosys_most_used_dff: "dlxtn_1"
  netlist_instances: 245
  synth_top_cell_by_count: "nor2_1"
  yosys_warnings: 4
  yosys_cells: 245
  top_area_frac: 0.161
  ys_ff: 23
  common_cells: "27 x nor2_1, 23 x nand2_1, 19 x dlxtn_1"
  area_leaders: "dlxtn_1 16%, ha_1 7.1%, nor2_1 5.7%, a21oi_1 5.1%, nand2_1 4.9%"
  yosysTopAreaCell: "dlxtn_1"
  ys_area_um2: 1770
  synth_area_um2: 1770
  async_reset_ff_frac: 0
  yosys.cell_types.count: 67
power_and_ir_drop:
  cellPowerDensity_nw_per_um2: 162
  p_sw_mw: 0.156
  p_leak_nw: 0.928
  seqPwrFrac: 0.157
  comb_power_share: 0.613
  power.share.clock: 0.230
  internal_power_mw: 0.227
  swShare: 0.408
  ir_drop_mv: 0.157
global_route:
  grt_use_total: 0.166
  grt_max_degree: 21
  grt_pass1_wl_um: 8390
  grt_pass1_vias: 1834
  overflow: 0
  antenna_found_initial: 0
finish:
  fin_cells: 365
  largest_register_ffs: 4
  drive_gt1_frac: 0.137
  top_register: "SD.out"
  stdcell_area_um2: 2370
  area_delta_synth_final_pct: 34.3
outcome:
  outcome: "completed"
placement:
  gp_congestion: 0.924
  place_inst: 362
  dpl_cell_area_um2: 2330
  place.port_buffers: 37
  dp_hpwl_um: 3850
floorplan:
  rows: 27
  die_h_um: 78.7
  ios: 62
  fp-utilization: 0.315
  design.core.area_um2: 5610
  die_x_um: 78.7
  die_area_um2: 6200
flow_run:
  drv_cap: 0
  log.warning_count: 58
min_path:
  hold_class: "register to register"
  min-delay-start: "SD.out[1]"
-- stage by stage --
step | power (mW) | util | setup TNS [ns] | worst slack [ns] | hold slack [ns]
floorplan | 0.209 | - | 0 | 0.856 | 0.543
global placement | 0.293 | 0.415 | 0 | 0.119 | 0.581
detailed placement | 0.292 | 0.415 | 0 | 0.109 | 0.588
CTS | 0.384 | 0.423 | 0 | 0.0992 | 0.604
global route | 0.416 | 0.423 | -0.000704 | -0.000704 | 0.653
finish | 0.383 | 0.423 | 0 | 0.111 | 0.600
-- critical path, stage by stage --
cell             delay (ns)
clkdlybuf4s50_1        0.42
or4b_2                 0.69
or3_1                  0.35
nor2_1                 0.10
a21oi_1                0.04
o21ai_0                0.08
clkdlybuf4s50_1        0.49
-- cell usage in the layout (no fill, tap or decap), types with 3 or more instances in the layout --
cell and instances:
a31oi_1 6, ha_1 10, and2_1 3, dlxtn_1 19, o211ai_1 3, inv_1 7
a21oi_1 18, a211oi_1 3, nor3_1 10, clkbuf_8 3, nand4_1 3, a21o_1 3
dfxtp_1 4, nor2_1 26, buf_4 24, or2_2 3, or3_1 5, o21a_1 5
nand3_1 8, clkdlybuf4s50_1 37, nor2b_1 4, o21ai_0 12, nand2_1 23
-- path summary, 6_finish.rpt --
| path | endpoint | slack [ns] | depth (start not counted) |
|---|---|---|---|
| min | SD.out[1] | 0.60 | 2 |
| max reg2reg | SD.out[1] | 1.94 | 7 |
| min reg2reg | SD.out[1] | 0.60 | 2 |
| max | func[1] | 0.11 | 7 |
-- what timing repair did --
action,4_1_cts,5_1_grt
endpoints found under the setup margin,0,2
hold buffers,0,0
resized,0,1
endpoints found under the hold margin,0,0
-- cells by family after synthesis --
kind of cell	count (synthesis)	synth area share
buffers and inverters	23	0.0630
xor gates and xnor gates	3	0.0149
latches	19	0.161
muxes	2	0.0113
AOI/OAI and AO/OA	79	0.319
and+or+nand+nor	105	0.314
DFF	4	0.0453
adders and majority gates	10	0.0708
-- power by group through the flow --
| stage | combinational, mW | sequential (mW) | clock (mW) |
|---|---|---|---|
| global route | 0.260 | 0.0606 | 0.0952 |
| finish | 0.235 | 0.0602 | 0.0882 |
| CTS | 0.232 | 0.0601 | 0.0915 |
-- cell type report --
| class | count | area (um^2) |
|---|---|---|
| Inverter | 7 | 26.3 |
| Sequential cell | 23 | 365 |
| Tap cell | 72 | 90.1 |
| Fill cell | 602 | 3240 |
| Timing Repair Buffer | 61 | 551 |
| Multi-Input combinational cell | 199 | 1300 |
| Clock buffer | 3 | 41.3 |
-- layer usage --
metal	wire, um	up-vias	GRT usage
met1	2380	902	0.245
li1	-	1017	-
met4	41	0	0.0352
met5	0	-	0
met2	2160	60	0.261
met3	230	7	0.0198
Power figures rest on the tool's default switching activity, not on a simulated workload.
